==> flow/design.v <==
module SingleCycle_MIPS( 
    clk,
    rst_n,
    IR_addr,
    IR,
    RF_writedata,
    ReadDataMem,
    CEN,
    WEN,
    A,
    ReadData2,
    OEN
);
    input         clk, rst_n;
    input  [31:0] IR;
    output [31:0] IR_addr, RF_writedata;
    input  [31:0] ReadDataMem;   
    output        CEN;   
    output        WEN;   
    output  [6:0] A;   
    output [31:0] ReadData2;   
    output        OEN;   
	wire [5:0] Opcode;
	assign Opcode = IR[31:26];
	wire [4:0]rs;
	assign rs = IR[25:21];
	wire [4:0]rt;
	assign rt = IR[20:16];
	wire [4:0]rd;
	assign rd = IR[15:11];
	wire [4:0]shamt;
	assign shamt = IR[10:6];
	wire [5:0]funct;
	assign funct = IR[5:0];
	wire [15:0]offset;
	assign offset = IR[15:0];
	wire [25:0]address;
	assign address = IR[25:0];
	wire [31:0] PC_nxt;
	wire [31:0] ReadData1;
	wire RegDst, Branch, Jump, Jal, Jr, MemRead, MemtoReg,  MemWrite, ALUSrc, RegWrite;
	assign Jr = (Opcode==6'b000000&funct==6'b001000)? 1:0;
	wire [1:0] ALUOp;
	wire [31:0] ALUSrc2;
	wire [31:0] ALUResult;
	assign A = ALUResult[8:2];
	wire [3:0] ALUCtrl;
	wire [4:0] W_R1;
	wire [4:0] W_R2;
	wire [31:0] W_D;
	wire [31:0] PCadd4;
	wire [31:0] S_EX1;
	wire [31:0] S_EX2;
	wire [27:0] addr_shf;
	wire [31:0] PCresult;
	wire PCSrc;
	wire [31:0]PC1;
	wire [31:0]PC2;
	wire [31:0]PC3;
	wire [31:0]JumpAddr;
	wire zero;
	reg [31:0] PC_in;
	assign IR_addr =  PC_in;
	assign JumpAddr = {PCadd4[31:28],addr_shf[27:0]};
	assign PCSrc = Branch & zero;
	Control control(Opcode, RegDst, Branch, Jump, Jal, MemRead, MemtoReg, ALUOp, MemWrite, ALUSrc, RegWrite);
	MUX_2to1_5bit mux1(rt, rd, RegDst, W_R1);
	MUX_2to1_5bit jalmux1(W_R1, 5'b11111, Jal, W_R2);
	MUX_2to1 jalmux2(RF_writedata, PCadd4, Jal, W_D);
	MUX_2to1 jalmux3(PC2, JumpAddr, Jal, PC3);
	MUX_2to1 jrmux(PC3, ReadData1, Jr, PC_nxt);
	SignExtender_16to32 signextend (offset, S_EX1);
	LeftShifter_2bit leftshifter1(S_EX1, S_EX2);
	Adder32Bit PCadder(PC_in, 4, PCadd4);
	LeftShifter_26to28 leftshifter2(address,addr_shf);
	Adder32Bit adder(PCadd4, S_EX2, PCresult);
	MUX_2to1 mux2(ReadData2, S_EX1, ALUSrc, ALUSrc2);
	MUX_2to1 mux3(ALUResult, ReadDataMem, MemtoReg, RF_writedata);
	MUX_2to1 mux4(PCadd4, PCresult, PCSrc, PC1);
	MUX_2to1 mux5(PC1, JumpAddr, Jump, PC2); 
	ALU_Control alu_ctrl(funct, ALUOp, ALUCtrl);
	ALU_Core alucore(ReadData1 , ALUSrc2 , ALUCtrl , ALUResult , zero);
	assign CEN = 0;
	assign OEN = 0;
	assign WEN = (MemWrite==1)? 0 : 1;
	always @(posedge clk or negedge rst_n )begin
	if (rst_n==1'b0)begin
	 PC_in <= 0;
	end
	else
	begin
	 PC_in <= PC_nxt;
	end
end	
	Register register1(clk, rst_n, RegWrite, rs, rt, W_R2, W_D, ReadData1, ReadData2);
endmodule
module Adder32Bit(input1, input2, out);
  input [31:0] input1, input2;
  output [31:0] out;
  reg [31:0]out;
      always@(input1 or input2)
        begin
          out  = input1 + input2;
        end
endmodule
module ALU_Control(FunctField, ALUOp, ALUCtrl);
input [5:0]FunctField;
input [1:0]ALUOp;
output [3:0]ALUCtrl;
reg [3:0]ALUCtrl;
always@(FunctField or ALUOp)
begin
    if(ALUOp == 2'b10)       
    begin
      case(FunctField)        
        6'b100000: ALUCtrl = 4'b0010;     
        6'b100010: ALUCtrl = 4'b0110;     
        6'b100100: ALUCtrl = 4'b0000;     
        6'b100101: ALUCtrl = 4'b0001;     
        6'b101010: ALUCtrl = 4'b0111;     
		6'b100111: ALUCtrl = 4'b1100;	  
		default ALUCtrl = 4'b0010;
    endcase
    end
    else if(ALUOp == 2'b00)      
    begin
        ALUCtrl = 4'b0010;                
    end
    else  
    begin
        ALUCtrl = 4'b0110;                
    end        
end    
endmodule  
module ALU_Core(ALUSrc1 , ALUSrc2 , ALUCtrl , ALUResult , Zero);
  input[31:0] ALUSrc1;
  input[31:0] ALUSrc2;
  input[3:0] ALUCtrl;
  output Zero;
  reg Zero;
  output [31:0]ALUResult;
  reg [31:0]ALUResult;
  always @(ALUSrc1 or ALUSrc2 or ALUCtrl)
    begin
          if(ALUCtrl == 4'b0010)  
          begin
               ALUResult = ALUSrc1 + ALUSrc2; 
               if(ALUResult == 32'h0000)
               begin
                      Zero = 1'b1;
               end 
               else
                 begin
                      Zero = 1'b0;
                 end
          end
          else if(ALUCtrl == 4'b0110)  
          begin
               ALUResult = ALUSrc1 - ALUSrc2; 
               if(ALUResult == 32'h0000)
               begin
                      Zero = 1'b1;
               end 
               else
                 begin
                      Zero = 1'b0;
                 end
          end
          else if(ALUCtrl == 4'b0000)  
          begin
               ALUResult = ALUSrc1 & ALUSrc2; 
               if(ALUResult == 32'h0000)
               begin
                      Zero = 1'b1;
               end 
               else
                 begin
                      Zero = 1'b0;
                 end
          end
          else if(ALUCtrl == 4'b0001)  
          begin
               ALUResult = ALUSrc1 | ALUSrc2; 
               if(ALUResult == 32'h0000)
               begin
                      Zero = 1'b1;
               end 
               else
                 begin
                      Zero = 1'b0;
                 end
          end     
          else  
          begin
               ALUResult = (ALUSrc1 < ALUSrc2)? 1:0; 
               if(ALUResult == 1)
               begin
                      Zero = 1'b1;
               end 
               else
                 begin
                      Zero = 1'b0;
                 end
          end
    end
endmodule
module Control(OpCode, RegDst, Branch, Jump, Jal, MemRead, MemtoReg, ALUOp, MemWrite, ALUSrc, RegWrite);
input [5:0] OpCode;
output reg RegDst, Branch, Jump, Jal,  MemRead, MemtoReg, MemWrite, ALUSrc, RegWrite;
output reg [1:0]  ALUOp;
always @(*)
begin 
case(OpCode)
	6'b000000:  
		begin
			  ALUOp = 2'b10;   
              RegDst = 1;
              Branch = 0;
              MemRead = 0;
              MemWrite = 0;
              ALUSrc = 0;
              MemtoReg = 0;
              RegWrite = 1;
			  Jump = 0;
			  Jal = 0;
		end
	6'b100011:  
		begin
			  ALUOp = 2'b00;   
              RegDst = 0;
              Branch = 0;
              MemRead = 1;
              MemWrite = 0;
              ALUSrc = 1;
              MemtoReg = 1;
			  RegWrite = 1;
			  Jump = 0;
			  Jal = 0;
		end
	6'b101011:  
		begin
			  ALUOp = 2'b00;   
              RegDst = 0;   
              Branch = 0;
              MemRead = 0;
              MemWrite = 1;
              ALUSrc = 1;
              MemtoReg = 1;  
              RegWrite = 0;
			  Jump = 0;
			  Jal = 0;
		end
	6'b000100:  
		begin
			  ALUOp = 2'b01;   
              RegDst = 0;   
              Branch = 1;
              MemRead = 0;
              MemWrite = 0;
              ALUSrc = 0; 
              MemtoReg = 0;  
              RegWrite = 0;  
			  Jump = 0;
			  Jal = 0;
		end
	6'b000010: 
		begin
			  ALUOp = 2'b10;   
              RegDst = 0;
              Branch = 0;
              MemRead = 0;
              MemWrite = 0;
              ALUSrc = 0;
              MemtoReg = 0;
              RegWrite = 0;
			  Jump = 1;
			  Jal = 0;
		end
	6'b000011:  
		begin
			ALUOp = 2'b10;   
            RegDst = 0;
            Branch = 0;
            MemRead = 0;
            MemWrite = 0;
            ALUSrc = 0;
            MemtoReg = 0;
            RegWrite = 1;
			Jump = 0;
			Jal = 1;
		end
	default:
		begin
		ALUOp = 2'b10;   
        RegDst = 0;
        Branch = 0;
              MemRead = 0;
              MemWrite = 0;
              ALUSrc = 0;
              MemtoReg = 0;
              RegWrite = 0;
			  Jump = 0;
			  Jal = 0;
		end
endcase
end
endmodule
module LeftShifter_26to28(inData,outData);
  input [25:0]inData;
  output [27:0]outData;
  reg [27:0]outData;
  always@(inData)
    begin
      outData={2'b00,inData}<<2;
    end
endmodule    
module LeftShifter_2bit(inData,outData);
  input [31:0]inData;
  output [31:0]outData;
  reg [31:0]outData;
  always@(inData)
    begin
      outData=inData<<2;
    end
endmodule    
module MUX_2to1( input1 , input2, select, out );
  input [31:0] input1, input2;
  input select;
  output [31:0]out;
  reg [31:0]out;
  always @(input1 or input2 or select )
    begin 
      case(select)
          1'b0:  out=input1;
          1'b1:  out=input2;
      endcase
    end
 endmodule   
 module MUX_2to1_5bit( input1 , input2, select, out );
  input [4:0] input1, input2;
  input select;
  output [4:0]out;
  reg [4:0]out;
  always @(input1 or input2 or select )
    begin 
      case(select)
          1'b0:  out=input1;
          1'b1:  out=input2;
      endcase
    end
 endmodule   
 module SignExtender_16to32(inputData, outputData);
  input[15:0] inputData;
  output[31:0] outputData;
  reg [31:0] outputData;
  always@(inputData)
    begin
      outputData[15:0]  = inputData[15:0];
      outputData[31:16] = {16{inputData[15]}};
    end
endmodule
module Register(clk, rst_n, RegWrite, ReadReg1, ReadReg2, WriteReg, WriteData, ReadData1, ReadData2);
	input clk;
	input rst_n;
	input RegWrite;
	input [4:0] ReadReg1;
	input [4:0] ReadReg2;
	input [4:0] WriteReg;
	input [31:0] WriteData;
	output [31:0] ReadData1;
	output [31:0] ReadData2;
	integer i;
	reg [31:0] RegMemory[0:31];
assign ReadData1 = RegMemory[ReadReg1];
assign ReadData2 = RegMemory[ReadReg2];
always @(posedge clk or negedge rst_n)
	if (rst_n==1'b0)begin
		for(i=0;i<32;i=i+1)
			RegMemory[i] <= 0;
	end
	else
	begin
		if (RegWrite)begin
		RegMemory[WriteReg] <= WriteData;
		end
	end	
endmodule
==> flow/run.sh <==
#!/bin/bash
# OpenROAD 26Q1-2900-gdf79404cd8, Yosys 0.63+post, stock flow scripts
make -C /OpenROAD-flow-scripts/flow DESIGN_CONFIG=/design/flow/config.mk WORK_HOME=/design/flow/orfs finish
==> flow/config.mk <==
export PLATFORM = sky130hd
export DESIGN_NAME = SingleCycle_MIPS
export DESIGN_NICKNAME = SingleCycle_MIPS
export VERILOG_FILES = /design/flow/design.v
export SDC_FILE = /design/flow/constraint.sdc
export NUM_CORES = 4
export LEC_CHECK = 1
export CORE_UTILIZATION = 50
==> flow/constraint.sdc <==
current_design SingleCycle_MIPS

set clk_period 22.3
set clk_io_pct 0.2

create_clock -name clk0 -period $clk_period [get_ports {clk}]

set non_clock_inputs [all_inputs -no_clocks]
set_input_delay [expr $clk_period * $clk_io_pct] -clock clk0 $non_clock_inputs
set_output_delay [expr $clk_period * $clk_io_pct] -clock clk0 [all_outputs]
==> impl_metrics.json <==
{
  "die_area_um2": 117000,
  "cp-startpoint": "IR[22]",
  "finalClockSkew_ps": 53.4,
  "routed_wl_mm": 316,
  "fp_util_pct": 50.5,
  "worst_slew_pin_slew_ps": 1280,
  "cp-end-kind": "output port",
  "vias": 59500,
  "warnings": 98,
  "cts_hold_buf": 0,
  "dr.pass1.iters": 14,
  "post_cts_buffers": 0,
  "antenna_found_initial": 22,
  "crit_path_frequent_cell": "buf_4",
  "power_density_nw_per_um2": 71.9,
  "post-route-period-util_pct": 77.7,
  "worstPathCellList": "clkdlybuf4s50_1 > or3b_2 > nor2_4 > buf_4 > a22o_1 > a221oi_1 > nand3_1 > o32a_1 > ha_1 > a21o_1 > a31o_2 > a21oi_1 > a211oi_1 > buf_4 > o21ai_1 > a21oi_1 > a2111oi_2 > o21ai_2 > buf_4 > inv_1 > clkdlybuf4s50_1",
  "ys_seq_share_pct": 45.8,
  "yosys_warnings": 12,
  "root_buffer": "clkbuf_16",
  "relSlewSlack_pct": 14.5,
  "area_delta_synth_final_pct": 13.5,
  "fill_cells": 9880,
  "cp_slowest_cell": "a2111oi_2",
  "grt_usage_pct": 56.5,
  "yosys-stat-cells": 6402,
  "min-delay-start": "register1.RegMemory[21][31]",
  "reg2reg_slack_ps": 15160,
  "max_freq_mhz": 57.7,
  "cp_slowest_stage_delay_ps": 960,
  "cts_tree": "built",
  "cts_buffers": 112,
  "grt_pass1_wl_mm": 438,
  "finalSetupViolCount": 0,
  "peakVddDrop_mv": 0.0793,
  "crit_type": "input pin to output port",
  "grt_pass1_vias": 56900,
  "place_congestion": 1.07,
  "syn_area_per_cell_um2": 9.02,
  "async_reset_ff_share_pct": 100,
  "coreArea_um2": 114000,
  "grt_max_degree": 131,
  "logic_area_um2": 29500,
  "top_area_cell": "dfrtp_1",
  "crit_fanout": 33,
  "rr_worst_depth": 19,
  "cts.clk_slew.worst_paths_ps": 60,
  "critPathRequiredTime_ps": 17840,
  "top_cells_by_area": "dfrtp_1 46%, o21ai_0 8.6%, nand2_1 6.8%",
  "seqCellArea_um2": 26400,
  "drive_gt1_share_pct": 10.7,
  "status": "completed",
  "rows": 124,
  "die.size.y_um": 342,
  "final_cell_area_um2": 65600,
  "static-leakage-power_uw": 0.0282,
  "worstPathArrival_ps": 12870,
  "grt_overflow_total": 0,
  "placedInstanceArea_um2": 61700,
  "ios": 172,
  "rsz0062_at_grt": "false",
  "flop_cell": "dfrtp_1",
  "route.detailed.wl_per_inst_um": 39.7,
  "syn_inst": 6402,
  "syn-cell-area_um2": 57700,
  "ctsHtreeMaxLevel": 3,
  "clkSinkCount": 1056,
  "hold_class": "register to register",
  "lay_top_count": "dfrtp_1",
  "finalMaxSlewViolations": 0,
  "clock_path_buffers": 3,
  "cts_resized": 0,
  "r2r_end": "PC_in[3]",
  "hpwl_mm": 199,
  "vias_per_cell": 7.47,
  "r2r-start": "register1.RegMemory[30][4]",
  "ant_nets": 0,
  "crit_end": "RF_writedata[0]",
  "yosys_area_um2": 57700,
  "lay_top_cells": "1,056 x dfrtp_1, 1,014 x nand2_1, 988 x o21ai_0",
  "drv_cap": 0,
  "startpoint_type": "input pin",
  "synth_top_area_share_pct": 45.8,
  "port_buffers": 169,
  "edf_count": 0,
  "tns_ps": 0,
  "drtIter0Drc": 8359,
  "die_width_um": 342,
  "min_period_ps": 17330,
  "drc": 0,
  "clk_latency_ps": 760,
  "yosys.cell_types.count": 88,
  "hold_viol_final": 0,
  "ys.flops": 1056
}
## synth_stat cells (all sizes together), types with 14 or more instances
cell       n
xnor2     62
nor4      17
nor3      44
inv      125
a221oi   337
nand4    144
o32a      63
and3      16
a22oi    326
clkbuf   512
a21oi    253
nand2   1042
mux2     107
dfrtp   1056
nand2b    26
o21ai   1002
o21a      14
mux2i     67
a211oi    18
o22ai     43
or3       15
a22o     318
buf       62
nor2     265
a31oi     28
nand3     97
xor2      17
a21o      23
ha       126
o211ai    14
## state kept, by name (all words and copies together), names as in the netlist
register / cells
PC_in: 32
register1.RegMemory: 1024
## where the power goes
group          internal (uW)  leakage, uW  switching, uW
combinational            247       0.0116            480
clock                   1090      0.00189            869
sequential              1960       0.0147           61.8
total                   3300       0.0282           1410
## how the worst min path moves through the flow
stage | end | cells after the start
finish | register1.RegMemory[21][31] | 2
global route | register1.RegMemory[8][27] | 2
CTS | register1.RegMemory[31][13] | 2
## final cells by class
cell class / count / share of cell area [%]
Sequential cell: 1056 / 40.3
Multi-Input combinational cell: 4646 / 45.0
Antenna cell: 20 / 0.0764
Timing Repair Buffer: 389 / 5.17
Clock inverter: 65 / 1.06
Clock buffer: 147 / 4.77
Inverter: 127 / 0.727
Tap cell: 1512 / 2.89
## per-stage QoR
step | std cells | total power (uW) | setup WS (ps) | hold slack [ps] | utilization, %
floorplan | 6403 | 2410 | 8120 | 449 | -
global placement | 7730 | 2750 | 5530 | 486 | 53.9
detailed placement | 7730 | 2760 | 5530 | 494 | 53.9
CTS | 7942 | 4680 | 5520 | 508 | 57.3
global route | 7950 | 4820 | 5110 | 532 | 57.3
finish | 7962 | 4710 | 4970 | 509 | 57.3
## worst max-delay path: cells and delay by family
kind / cells / cell delay [ps]
compound gates: 11 / 3550
fa+ha+maj: 1 / 530
buf+inv: 6 / 2500
simple gates: 3 / 1740
## logic make-up after synthesis
family | share of synthesized area (%)
flip-flops | 45.8
XOR/XNOR | 1.20
multiplexers | 3.25
AND-OR/OR-AND | 29.5
other | 0.00649
buffers and inverters | 4.65
adder cells (fa/ha/maj) | 2.83
AND/OR/NAND/NOR | 12.8
## per-layer routing
| metal | up-vias | global-route usage [%] | routed length (um) |
|---|---|---|---|
| li1 | 23700 | - | - |
| met1 | 28300 | 69.0 | 107000 |
| met2 | 5506 | 72.9 | 122000 |
| met3 | 1867 | 39.7 | 59200 |
| met4 | 48 | 30.9 | 26000 |
| met5 | - | 13.2 | 1790 |
Power and IR drop assume default switching activity.
